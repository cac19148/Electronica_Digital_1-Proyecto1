`design/flow/run.sh`:
```
#!/bin/bash
# OpenROAD 26Q1-2900-gdf79404cd8, Yosys 0.63+post, stock flow scripts
make -C /OpenROAD-flow-scripts/flow DESIGN_CONFIG=/design/flow/config.mk WORK_HOME=/design/flow/orfs finish
```
`design/flow/config.mk`:
```
export PLATFORM = sky130hd
export DESIGN_NAME = FSM_Secundario
export DESIGN_NICKNAME = FSM_Secundario
export VERILOG_FILES = /design/flow/design.v
export SDC_FILE = /design/flow/constraint.sdc
export NUM_CORES = 4
export LEC_CHECK = 1
export CORE_AREA = 10 10 70 70
export DIE_AREA = 0 0 80 80
```
`design/flow/constraint.sdc`:
```
current_design FSM_Secundario

set clk_period 2.3
set clk_io_pct 0.2

create_clock -name clk0 -period $clk_period [get_ports {clk}]

set non_clock_inputs [all_inputs -no_clocks]
set_input_delay [expr $clk_period * $clk_io_pct] -clock clk0 $non_clock_inputs
set_output_delay [expr $clk_period * $clk_io_pct] -clock clk0 [all_outputs]
```
`design/flow/design.v`:
```
module FLipFlopD3bits(input wire [2:0] D,input wire clk,input wire reset,output [2:0] Q);
reg Q;
	always @(posedge clk or posedge reset)  
		begin
			if(reset)
				begin
					Q <= 3'b000; 
				end
			else 
				begin
					Q <= D;
				end
		end
endmodule 
module FSM_Secundario (input wire clk, reset, input wire [2:0]FS_Y, input wire [2:0]CS_Y, input wire A, G, R, N, output wire [2:0]Y);
	FLipFlopD3bits U1(FS_Y, clk, reset, CS_Y);
	assign FS_Y[2] = (~CS_Y[1]&~CS_Y[0]&~A&~G&~R&N);
	assign FS_Y[1] = (~CS_Y[2]&~CS_Y[0]&~A&G&~R&~N)|(~CS_Y[2]&CS_Y[1]&CS_Y[0]&~A&~G&R&~N)|(~CS_Y[2]&~CS_Y[1]&~CS_Y[0]&~A&~G&R&~N);
	assign FS_Y[0] = (~CS_Y[2]&~CS_Y[1]&A&~G&~R&~N)|(~CS_Y[2]&CS_Y[1]&CS_Y[0]&~A&~G&R&~N)|(~CS_Y[2]&~CS_Y[1]&~CS_Y[0]&~A&~G&R&~N);
	assign Y[2] = (~CS_Y[2]&~CS_Y[1]&~CS_Y[0]&~A&~G&~R&N);
	assign Y[1] = (~CS_Y[2]&~CS_Y[1]&~CS_Y[0]&~A&~G&R&~N)|(~CS_Y[2]&~CS_Y[1]&~CS_Y[0]&~A&G&~R&~N);
	assign Y[0] = (~CS_Y[2]&~CS_Y[1]&~CS_Y[0]&~A&~G&R&~N)|(~CS_Y[2]&~CS_Y[1]&~CS_Y[0]&A&~G&~R&~N);
endmodule
module FSM_Principal (input wire clk, reset, input wire [2:0]FS, input wire [2:0]CS, input wire [2:0]Y, input wire [1:0]B, input wire Back, Start, Mayor, output wire [4:0] Despacho, output wire [2:0] Display);
	FLipFlopD3bits U2(FS, clk, reset, CS);
	assign FS[2] = (CS[2]&~CS[1]&B[1]&B[0])|(CS[2]&~CS[0]&B[1]&B[0])|(~CS[2]&CS[1]&~CS[0]&~Back&Mayor)|(~CS[2]&~CS[1]&CS[0]&~Y[2]&Y[1]&Y[0])|(~CS[2]&~CS[1]&CS[0]&Y[2]&~Y[1]&~Y[0])|(CS[2]&~CS[1]&Back&Start)|(CS[2]&CS[1]&~CS[0]&~Start)|(CS[2]&~CS[1]&~Start&B[1])|(CS[2]&~CS[1]&~Start&B[0])|(CS[2]&CS[1]&~CS[0]&~B[1]&~B[0])|(CS[2]&~CS[1]&~Back&~B[1]&~B[0]);
	assign FS[1] = (CS[2]&CS[1]&~CS[0]&~Start)|(~CS[2]&~CS[1]&CS[0]&~Y[2]&~Y[1]&Y[0])|(~CS[2]&~CS[1]&CS[0]&~Y[2]&Y[1]&~Y[0])|(~CS[2]&CS[1]&~CS[0]&~Back)|(~CS[2]&CS[1]&Back&Start)|(~CS[2]&CS[1]&CS[0]&~Start&B[1])|(CS[1]&~CS[0]&~Start&Mayor&B[1])|(~CS[2]&CS[1]&CS[0]&~Start&B[0])|(CS[1]&~CS[0]&~Start&Mayor&B[0])|(~CS[2]&CS[1]&Start&B[1]&B[0])|(CS[1]&~CS[0]&Start&B[1]&B[0])|(~CS[2]&CS[1]&~Back&~B[1]&~B[0])|(CS[1]&~CS[0]&Start&~B[1]&~B[0]);
	assign FS[0] = (~CS[2]&CS[1]&CS[0]&Back)|(CS[2]&~CS[1]&CS[0]&Back)|(~CS[2]&CS[1]&CS[0]&~Start)|(CS[2]&~CS[1]&CS[0]&~Start)|(~CS[2]&~CS[1]&~CS[0]&~Back&Start)|(~CS[2]&CS[1]&Back&~Start&~Mayor)|(~CS[2]&CS[1]&CS[0]&B[1]&B[0])|(CS[2]&~CS[1]&CS[0]&B[1]&B[0])|(~CS[2]&CS[1]&CS[0]&~B[1]&~B[0])|(CS[2]&~CS[1]&CS[0]&~B[1]&~B[0])|(~CS[2]&CS[1]&Back&~Start&~B[1]&~B[0])|(CS[2]&~CS[1]&Back&~Start&~B[1]&~B[0])|(~CS[2]&~CS[1]&CS[0]&Y[2])|(~CS[2]&~CS[1]&CS[0]&~Y[0]);
	assign Display[2] = (CS[2]&~CS[1])|(CS[2]&~CS[0])|(CS[1]&~CS[0]&Back&Start&~Mayor);
	assign Display[1] = (~CS[2]&CS[1])|(CS[1]&~CS[0]);
	assign Display[0] = (~CS[2]&CS[0])|(~CS[1]&CS[0]);
	assign Despacho[4] = (CS[2]&CS[1]&~CS[0]&Start&~B[1]&B[0])|(CS[2]&~CS[1]&~Back&Start&~B[1]&B[0])|(CS[2]&CS[1]&~CS[0]&Start&B[1]&~B[0])|(CS[2]&~CS[1]&~Back&Start&B[1]&~B[0]);
	assign Despacho[3] = (CS[2]&CS[1]&~CS[0]&Start&~B[1]&B[0])|(CS[2]&CS[1]&~CS[0]&Start&B[1]&~B[0])|(~CS[2]&CS[1]&CS[0]&~Back&Start&~B[1]&B[0])|(~CS[2]&CS[1]&CS[0]&~Back&Start&B[1]&~B[0]);
	assign Despacho[2] = (~CS[2]&CS[1]&CS[0]&~Back&Start&~B[1]&B[0])|(CS[2]&~CS[1]&CS[0]&~Back&Start&~B[1]&B[0])|(~CS[2]&CS[1]&CS[0]&~Back&Start&B[1]&~B[0])|(CS[2]&~CS[1]&CS[0]&~Back&Start&B[1]&~B[0]);
	assign Despacho[1] = (CS[2]&CS[1]&~CS[0]&Start&B[1]&~B[0])|(CS[2]&~CS[1]&~Back&Start&B[1]&~B[0])|(~CS[2]&CS[1]&CS[0]&~Back&Start&B[1]&~B[0]);
	assign Despacho[0] = (CS[2]&CS[1]&~CS[0]&Start&~B[1]&B[0])|(CS[2]&~CS[1]&~Back&Start&~B[1]&B[0])|(~CS[2]&CS[1]&CS[0]&~Back&Start&~B[1]&B[0]);
endmodule
```
==> datasheet_impl.txt <==
Physical implementation characteristics

Parameter                              Value

Logic synthesis
  Number of storage elements in the synthesis netlist .................. 3
  Share of the yosys chip area belonging to registers .................. 36.8%
  Count of synthesis-stage warnings from yosys .................. 1
  Count of cell types in the netlist .................. 12
  Post-synth area from yosys stat .................. 204 um^2
  Ys cells .................. 24

Status
  Tool error .................. ERROR: Found 6 problems in 'check -assert'.
  Status .................. did not finish
  Step where the flow halted .................. synthesis (1_2_yosys)
-- cells by family after synthesis --
family          count (synthesis)  share of synthesized area, %
simple gates                   12                          36.2
buf+inv                         4                          7.97
xor+xnor                        3                          12.9
flops                           3                          36.8
compound gates                  2                          6.13
-- cells in the mapped netlist, drive strengths merged --
library cell	number	area (um^2)
nor4	3	25.0
buf	1	5.00
or3	2	12.5
nor3	1	5.00
xnor2	3	26.3
inv	3	11.3
dfrtp	3	75.1
nor2	3	11.3
nor3b	2	15.0
a31oi	2	12.5
nand3	1	5.00
